`design.v`:
```
`timescale 1ns / 1ps
module Device1(
    input clk,
    input reset,
    input [31:2] Addr,
    input WE,
    input [31:0] Din,
    output [31:0] Dout,
    output IRQ
    );
	reg [1:0] state;
	reg [31:0] mem [2:0];
	reg _IRQ;
	assign IRQ = mem[0][3] & _IRQ;
	assign Dout = mem[Addr[3:2]];
	wire [31:0] load = Addr[3:2] == 0 ? {28'h0, Din[3:0]} : Din;
	integer i;
	always @(posedge clk) begin
		if(reset) begin
			state <= 0; 
			for(i = 0; i < 3; i = i+1) mem[i] <= 0;
			_IRQ <= 0;
		end
		else if(WE) begin
			mem[Addr[3:2]] <= load;
		end
		else begin
			case(state)
				2'b00 : if(mem[0][0]) begin
					state <= 2'b01;
					_IRQ <= 1'b0;
				end
				2'b01 : begin
					mem[2] <= mem[1];
					state <= 2'b10;
				end
				2'b10  : 
					if(mem[0][0]) begin
						if(mem[2] > 1) mem[2] <= mem[2]-1;
						else begin
							mem[2] <= 0;
							state <= 2'b11;
							_IRQ <= 1'b1;
						end
					end
					else state <= 2'b00;
				default : begin
					if(mem[0][2:1] == 2'b00) mem[0][0] <= 1'b0;
					else _IRQ <= 1'b0;
					state <= 2'b00;
				end
			endcase
		end
	end
endmodule
```
`run.sh`:
```
#!/bin/bash
# OpenROAD 26Q1-2900-gdf79404cd8, Yosys 0.63+post, stock flow scripts
make -C /OpenROAD-flow-scripts/flow DESIGN_CONFIG=/design/flow/config.mk WORK_HOME=/design/flow/orfs finish
```
`config.mk`:
```
export PLATFORM = sky130hd
export DESIGN_NAME = Device1
export DESIGN_NICKNAME = Device1
export VERILOG_FILES = /design/flow/design.v
export SDC_FILE = /design/flow/constraint.sdc
export NUM_CORES = 4
export LEC_CHECK = 1
export CORE_UTILIZATION = 30
```
`constraint.sdc`:
```
current_design Device1

set clk_period 9.8
set clk_io_pct 0.2

create_clock -name clk0 -period $clk_period [get_ports {clk}]

set non_clock_inputs [all_inputs -no_clocks]
set_input_delay [expr $clk_period * $clk_io_pct] -clock clk0 $non_clock_inputs
set_output_delay [expr $clk_period * $clk_io_pct] -clock clk0 [all_outputs]
```
==> impl_metrics.ini <==
; synthesis and place-and-route metrics
[detailed_routing]
via_count = 4898
n_antenna_cell = 0
drt_pass1_iterations = 18
drtIter0Drc = 368
viasPerCell = 5.21
routed_wl_mm = 18.3
routedWlPerCell_um = 19.5
ant_nets = 0
drc = 0

[final_timing]
relSlewSlack_pct = 48.8
skew_ns = 0.00713
hold_slack_ns = 0.451
finalCritPeriodShare_pct = 58.3
setup_violations = 0
maxSlewViolCount = 0
max_freq_ghz = 0.175
rsz0062_at_grt = false
finalSetupTns_ns = 0
period_minus_slack_ns = 5.72
hold_viol = 0
worst_slew_pin_slew_ns = 0.768

[clock_tree]
root_buffer = clkbuf_16
numCtsBuffers = 17
cts_resized = 0
hold_buffers = 0
htree_levels = 4
cts_sinks = 133
cts_setup_buffers = 0
tritoncts = built
cts_buffer_depth = 2
insertion_delay_ns = 0.42
clk_pin_slew_ns = 0.05

[final_layout]
drive_above_1_share_pct = 14.2
instances_no_fill = 940
synthToLayoutAreaGrowth_pct = 24.9
lay_top_count = edfxtp_1
final_cell_mix = 128 x edfxtp_1, 81 x nor2_1, 67 x clkdlybuf4s50_1, 43 x nand2_1, 32 x mux4_2
fillers = 2086

[synthesis]
synthFlopType = edfxtp_1
ys_warn_count = 1
ys_types = 54
synth.avg_cell_area_um2 = 12.3
yosys_area_um2 = 6800
edf_count = 128
ys_seq_elements = 133
postSynth.asyncResetShare_pct = 0
syn-cell-area_um2 = 6800
yosysSeqAreaShare_pct = 58.0
yosys_cells = 552
syn_inst = 552

[global_routing]
antenna_found_initial = 0
grt_start_max_net_pins = 40
grt_pass1_vias = 5052
grtUsageTotal_pct = 17.2
grt_pass1_wl_mm = 28.6
overflow = 0

[setup_path]
crit_path_start_kind = input pin
required_ns = 7.84
ff2ff_path_depth = 6
crit_arrival_ns = 3.76
worst-path-max-fanout = 37
crit_type = in2out
cp-end-kind = output port

[power]
power_density_nw_per_um2 = 168
leakagePower_nw = 3.10
peakVddDrop_v = 0.000113

[floorplan]
io_pins = 98
dieHeight_um = 153
dieArea_um2 = 23300
num_rows = 54
coreArea_um2 = 22000
dieWidth_um = 153
fp_util_pct = 30.9

[run]
warnings = 54
maxCapViolations = 0

[placed_design]
place.gp.congestion = 0.819
portBuffers = 69
dp_hpwl_mm = 11.4
dpl.cell_count = 910

[outcome]
status = finished, final reports clean

[min_path]
holdPathStages = 2
hold_class = reg2reg
==> worst paths after layout <==
kind / from / endpoint / slack, ns
max: Addr[2] / Dout[14] / 4.08
min: state[3]$_DFF_P_ / state[3]$_DFF_P_ / 0.45
max reg2reg: mem[2][5]$_SDFFCE_PN0P_ / mem[2][10]$_SDFFCE_PN0P_ / 6.92
min reg2reg: state[3]$_DFF_P_ / state[3]$_DFF_P_ / 0.45
==> sequential cells by signal, summed over array words and instances, names as in the netlist <==
name / cells
mem: 128
_IRQ: 1
state: 4
==> synth_stat cells (2+ instances only) <==
cell / number / area (um^2)
dfxtp_1: 5 / 100
o21ai_1: 2 / 10.0
xnor2_1: 8 / 70.1
mux4_2: 32 / 721
ha_1: 2 / 25.0
a221oi_1: 9 / 78.8
nand4_1: 4 / 25.0
nor4_2: 4 / 50.1
or4_1: 6 / 45.0
nand2_1: 43 / 161
and2_1: 14 / 87.6
and4_1: 2 / 17.5
o31ai_1: 2 / 15.0
edfxtp_1: 128 / 3840
buf_1: 4 / 15.0
or2_2: 5 / 31.3
a31oi_1: 3 / 18.8
inv_1: 8 / 30.0
clkbuf_1: 31 / 116
nor3_1: 24 / 120
o211ai_1: 3 / 22.5
o21ai_0: 4 / 20.0
a21oi_1: 20 / 100
nor2_1: 81 / 304
nor4_1: 13 / 81.3
or3_1: 6 / 37.5
nand3_1: 30 / 150
a32o_1: 2 / 20.0
and3_1: 12 / 75.1
xor2_1: 19 / 166
nand2b_1: 3 / 18.8
==> per-layer routing <==
metal	global-route usage, %	vias to the layer above	routed length (um)
li1	-	2272	-
met3	8.75	15	2100
met5	0	-	0
met1	23.8	2362	7430
met2	25.7	249	8580
met4	2.69	0	225
==> worst max-delay path: stages <==
cell and delay, ns:
buf_2 0.07, buf_4 0.59, mux4_2 0.65, clkdlybuf4s50_1 0.45
==> logic make-up (layout without fill, tap and decap cells) <==
kind of cell    after synthesis  after routing  share of synthesized area [%]
compound gates               58             58                           6.02
buf+inv                      45            126                           2.61
flops                       133            133                           58.0
other cells                   1             28                         0.0552
xor+xnor                     27             27                           3.48
fa+ha+maj                     2              2                          0.368
simple gates                253            253                           18.7
mux                          33             33                           10.8
==> power breakdown <==
part           total, mW  leakage (nW)  switching, mW  internal [mW]
clock network      0.585         0.258          0.218          0.366
logic              0.159          1.53         0.0770         0.0818
registers          0.678          1.31         0.0187          0.660
total               1.42          3.10          0.314           1.11
==> final cells by class <==
type / count / area (um^2) / share of cell area [%]
timing repair buffer: 88 / 823 / 9.70
multi-input combinational: 401 / 2810 / 33.1
tap: 280 / 350 / 4.13
sequential: 133 / 3940 / 46.5
inverter: 8 / 30.0 / 0.354
clock buffer: 22 / 444 / 5.23
clock inverter: 8 / 85.1 / 1.00
==> stage by stage <==
stage | instance area [um^2] | setup WS (ns) | power [mW] | utilization (%)
CTS | 8490 | 4.07 | 1.43 | 38.5
detailed placement | 7960 | 4.07 | 0.850 | 36.1
floorplan | 6900 | 4.21 | 0.769 | -
global placement | 7960 | 4.08 | 0.849 | 36.1
global route | 8490 | 3.95 | 1.47 | 38.5
finish | 8490 | 4.08 | 1.42 | 38.5
No activity file was given, so power comes from the tool's default toggle rates.
