==> ./design.v <==
`timescale 1ns / 1ps
module Alu(
	input [31:0]a,
	input [31:0]b,
	input [4:0]ctrl,
	output [31:0]out,
	output bigger,
	output equal,
	output smaller
    );
	assign bigger = (a > b);
	assign equal = (a == b);
	assign smaller = (a < b);
	assign out = (ctrl == 1)? (a + b):
					 (ctrl == 2)? (a - b):
					 (ctrl == 5)? (a & b):
					 (ctrl == 6)? (a | b):
					 (ctrl == 7)? (b << 16):
					 (ctrl == 8)? ((b[15] == 0)? (a + b): (a + b + 32'hffff0000)):
					 0;
endmodule
`timescale 1ns / 1ps
module Controller(
	input [5:0]op,
	input [5:0]low6,
	output [4:0]aluCtrl,
	output ifWrGrf,
	output ifWrRt,
	output ifImmExt,
	output ifReDm,
	output ifWrDm,
	output ifBeq,
	output ifJal,
	output ifJr
    );
	wire addu, subu, ori, lw, sw, beq, lui, jal, jr;
	assign aluCtrl = (addu)? 1:
						  (subu)? 2:
						  (ori)? 6:
						  (lui)? 7:
						  (lw | sw)? 8:
						  0;
	assign addu = ((op == 6'b000000) && (low6 == 6'b100001));
	assign subu = ((op == 6'b000000) && (low6 == 6'b100011));
	assign ori = (op == 6'b001101);
	assign lui = (op == 6'b001111);
	assign lw = (op == 6'b100011);
	assign sw = (op == 6'b101011);
	assign beq = (op == 6'b000100);
	assign jal = (op == 6'b000011);
	assign jr = ((op == 6'b000000) && (low6 == 6'b001000));
	assign ifWrGrf = addu | subu | ori | lui | lw | jal;
	assign ifWrRt = ori | lui | lw;
	assign ifImmExt = ori | lui | lw | sw;
	assign ifReDm = lw;
	assign ifWrDm = sw;
	assign ifBeq = beq;
	assign ifJal = jal;
	assign ifJr = jr;
endmodule
`timescale 1ns / 1ps
module Ex(
	input [31:0]pc_IdToEx,
	input [31:0]instr_IdToEx,
	input reset_IdToEx,
	input [31:0]immExt_IdToEx,
	input [31:0]grfRd1_IdToEx,
	input [31:0]grfRd2_IdToEx,
		input [4:0]aluACtrl_Hz,
		input [4:0]aluBCtrl_Hz,
		input [31:0]aluAFw1_Hz,
		input [31:0]aluAFw2_Hz,
		input [31:0]aluBFw1_Hz,
		input [31:0]aluBFw2_Hz,
	input ifReGrf1_IdToEx,
	input ifReGrf2_IdToEx,
	input ifWrGrf_IdToEx,
	input [4:0]grfRa1_IdToEx,
	input [4:0]grfRa2_IdToEx,
	input [4:0]grfWa_IdToEx,
	input [31:0]grfWd_IdToEx,
	input [4:0]tUseRs_IdToEx,
	input [4:0]tUseRt_IdToEx,
	input [4:0]tNew_IdToEx,
	output [31:0]pc_ExToMem,
	output [31:0]instr_ExToMem,
	output reset_ExToMem,
	output [31:0]aluAns_ExToMem,
	output [31:0]grfRd2_ExToMem,
		output ifReGrf1_ExToMem,
		output ifReGrf2_ExToMem,
		output ifWrGrf_ExToMem,
		output [4:0]grfRa1_ExToMem,
		output [4:0]grfRa2_ExToMem,
		output [4:0]grfWa_ExToMem,
		output [4:0]tUseRs_ExToMem,
		output [4:0]tUseRt_ExToMem,
		output [4:0]tNew_ExToMem,
		output [31:0]grfWd_ExToMem
    );
	assign reset_ExToMem = reset_IdToEx;
	wire [4:0]aluCtrl;
	wire ifImmExt;
	Controller controller_Ex(
		.op(instr_IdToEx[31:26]),
		.low6(instr_IdToEx[5:0]),
		.aluCtrl(aluCtrl),
		.ifImmExt(ifImmExt)
	);
	wire [31:0]aluA;
	wire [31:0]aluB;
	wire [31:0]aluAns;
	Alu alu_Ex(
		.a(aluA),
		.b(aluB),
		.ctrl(aluCtrl),
		.out(aluAns)
	);
	assign aluA = (aluACtrl_Hz == 1)? aluAFw1_Hz:
					  (aluACtrl_Hz == 2)? aluAFw2_Hz:
					  grfRd1_IdToEx;
	wire [31:0]grfRd2AfterFw;
	assign grfRd2AfterFw = (aluBCtrl_Hz == 1)? aluBFw1_Hz:
								  (aluBCtrl_Hz == 2)? aluBFw2_Hz:
								  grfRd2_IdToEx;
	assign aluB = (ifImmExt == 1)? immExt_IdToEx:
					  grfRd2AfterFw;
	assign pc_ExToMem = pc_IdToEx;
	assign instr_ExToMem = instr_IdToEx;
	assign aluAns_ExToMem = aluAns;
	assign grfRd2_ExToMem = grfRd2AfterFw;
	assign ifReGrf1_ExToMem = ifReGrf1_IdToEx;
	assign ifReGrf2_ExToMem = ifReGrf2_IdToEx;
	assign ifWrGrf_ExToMem = ifWrGrf_IdToEx;
	assign grfRa1_ExToMem = grfRa1_IdToEx;
	assign grfRa2_ExToMem = grfRa2_IdToEx;
	assign grfWa_ExToMem = grfWa_IdToEx;
	assign tUseRs_ExToMem = tUseRs_IdToEx;
	assign tUseRt_ExToMem = tUseRt_IdToEx;
	assign tNew_ExToMem = (tNew_IdToEx == 0)? 0:
								 (tNew_IdToEx - 1);
	assign grfWd_ExToMem = (tNew_IdToEx == 0)? grfWd_IdToEx:
								  (tNew_IdToEx == 1)? aluAns:
								  0;
endmodule
==> ./run.sh <==
#!/bin/bash
# OpenROAD 26Q1-2900-gdf79404cd8, Yosys 0.63+post, stock flow scripts
make -C /OpenROAD-flow-scripts/flow DESIGN_CONFIG=/design/flow/config.mk WORK_HOME=/design/flow/orfs finish
==> ./config.mk <==
export PLATFORM = sky130hd
export DESIGN_NAME = Ex
export DESIGN_NICKNAME = Ex
export VERILOG_FILES = /design/flow/design.v
export SDC_FILE = /design/flow/constraint.sdc
export NUM_CORES = 4
export LEC_CHECK = 1
export CORE_AREA = 10 10 220 220
export DIE_AREA = 0 0 230 230
==> ./constraint.sdc <==
current_design Ex

set clk_period 25.7
set clk_io_pct 0.2

create_clock -name clk0 -period $clk_period

set non_clock_inputs [all_inputs -no_clocks]
set_input_delay [expr $clk_period * $clk_io_pct] -clock clk0 $non_clock_inputs
set_output_delay [expr $clk_period * $clk_io_pct] -clock clk0 [all_outputs]
==> notes.org <==
#+TITLE: Implementation results

** Status
- The run finished with clean final reports.

** Layout
- Compared with the post-synthesis result, the final layout area differs by 45.1%.
- Most used cells in the layout excluding fill and tap cells :: 396 x clkdlybuf4s50_1, 144 x nor2_1, 111 x a21oi_1
- The layout report lists the combined flip-flop and latch area as 0 µm².
- Leaving out fill and tap cells, the most frequent cell in the layout is clkdlybuf4s50_1.
- The design has 0 sequential cells.
- Share of post-route cells with drive strength above 1 :: 0.0462
- Counting the clock-network buffers in the layout gives 0.

** Die
- The initialized floorplan defines between 70 and 80 standard-cell rows.
- The floorplan step defined a die boundary enclosing 0.0529 mm².
- Measured along the y axis, the die boundary spans about 230 µm.
- Area of the core :: 0.0434 mm²
- Number of placed I/O pins :: 558
- Per the OpenROAD floorplan log, the width of the die is 230 µm.
- The initial utilization of the core area, before any placement, comes to 0.197.

** Pwr
- Of the total power, the share spent switching nets is 0.541.
- Relative contribution of the clock network to total power :: 0
- Internal power summed over all cells :: 0.000133 W
- Total power for the finished layout comes to between 0.0002 and 0.0003 W.
- Sequential fraction of design power :: 0
- Of the total power, combinational logic draws 1.000.
- Net load switching power :: 0.000157 W
- Highest ir drop seen on vdd :: 0.00749 mV
- Power density of the placed cells :: between 20 and 25 mW/mm²
- Leakage :: ~5.4 nW

** STA
- Once routing completed, OpenROAD measured the worst setup slack at about 8500 ps.
- Across all hold checks on the routed design, the worst slack comes to slightly above 10000 ps.
- In this build the clock could be raised as far as ~58 MHz.
- Setup TNS :: 0 ps
- Final worst path period share :: 0.669
- Across all checked pins, the minimum headroom to the slew limit is 0.378.
- The smallest clock period supported by the final layout is computed as 17200 ps.
- Slew of the pin with the lowest slew margin :: a little over 900 ps
- Number of endpoints with negative hold slack in the final report :: 0
- Setup repair after global routing left no endpoint under its margin.
- The final max-slew violation count recorded for this run is 0.
- Final setup violation count :: 0

** GRT
- The via count of the first global-routing pass came to 9895.
- The first global-routing pass estimated between 60 and 70 mm of wire.
- Recorded from the global router log, the overflow total was 0.
- Pin count of the biggest net entering global routing :: 36
- The number of antenna violations at the first check in global routing was 1.
- Gr usage total :: 0.169

** Hold path
- Type of the most critical hold path :: in2out

** Synth
- The synthesized netlist was found by Yosys to have 1244 cells.
- Sequential element share of the synthesized area :: 0
- The gate-level netlist out of Yosys references 83 unique cell types.
- Synthesis area per yosys :: about 0.0085 mm²
- The Yosys step of the flow raised 0 warnings.
- Synth Cell Area :: about 0.0085 mm²
- Synthesis produced 1244 cells.
- Average footprint of a synthesized cell :: about 6.9 µm²

** Setup path
- Critical path fanouts, max :: 27
- The worst setup path is captured at an output pin.
- Path type of the worst setup path :: in2out
- Data required, critical path :: about 21000 ps
- STA classifies the critical path startpoint as an input pin.
- The data arrival time reported for the critical path is roughly 12000 ps.

** Job
- Number of max-capacitance violations reported :: 0
- In this run the tools logged warnings totalling 96.

** Route
- In the log, the iteration count for the first detailed-route pass is 6.
- After detailed routing, the average wire length per cell comes to 22.8 µm.
- After the first detailed-routing iteration, the DRC count stood at around 620.
- After detailed routing, the number of remaining DRC violations is 0.
- In the routed layout, each cell is associated on average with a via count of 4.86.
- Total wire length after detailed routing :: ~47 mm
- Vias after detailed routing :: a little over 10000
- Number of nets with antenna violations after routing :: 0

** Place
- Quantity of I/O buffers inserted on ports :: between 300 and 400
- The placement summary gives the final routability congestion estimate as 0.994.
- The pre-CTS setup check shows a worst slack of roughly 8600 ps.
- Detailed placement finished with a half-perimeter wire length of about 41 mm.

** Clock network
- Per the repair_timing log after CTS, setup buffers inserted total 0.
- Resized Gates After CTS :: 0
- Hold buffers post-CTS :: 0
[cell usage after synthesis (6+ instances only)]
cell type / number / area share
buf_4: 96 / 0.085
nand3_1: 13 / 0.0076
nand3b_1: 9 / 0.0079
a211oi_1: 20 / 0.018
nand2_1: 59 / 0.026
nor4_1: 14 / 0.010
buf_2: 12 / 0.0070
buf_1: 7 / 0.0031
a221oi_1: 10 / 0.010
nor2b_1: 10 / 0.0073
o221ai_1: 9 / 0.0092
o21a_1: 6 / 0.0053
o21ai_0: 45 / 0.026
and2_1: 12 / 0.0088
o21bai_1: 16 / 0.014
xnor2_1: 45 / 0.046
a21o_1: 52 / 0.046
ha_1: 98 / 0.14
a22o_1: 30 / 0.031
o22ai_1: 12 / 0.0088
nor2_1: 144 / 0.063
nand2b_1: 8 / 0.0059
nor3_1: 23 / 0.014
and3_1: 6 / 0.0044
a21oi_1: 112 / 0.066
mux2_2: 19 / 0.025
o211ai_1: 6 / 0.0053
inv_1: 100 / 0.044
o31ai_1: 7 / 0.0062
mux2i_1: 86 / 0.10
nand4_1: 8 / 0.0059
clkbuf_1: 50 / 0.022
[through the flow]
step	instance area [µm²]	utilization	instances
after floorplan	8520	-	1244
after global placement	12400	0.285	2077
after detailed placement	12400	0.285	2077
after CTS	12400	0.285	2077
after global routing	12400	0.285	2077
final	12400	0.285	2078
[power groups by stage]
| stage | sequential, W | clock [W] | combinational, W |
|---|---|---|---|
| after CTS | 0 | 0 | 0.000290 |
| final | 0 | 0.00000000000521 | 0.000290 |
| after global routing | 0 | 0 | 0.000316 |
[logic make-up (layout without fill, tap and decap cells)]
family | Yosys count | count (layout) | synth area share
AND-OR/OR-AND | 390 | 390 | 0.324
XOR/XNOR | 49 | 49 | 0.0503
adder cells (fa/ha/maj) | 100 | 100 | 0.149
buffers and inverters | 268 | 516 | 0.164
multiplexers | 107 | 107 | 0.129
other | 0 | 1 | 0
AND/OR/NAND/NOR | 330 | 330 | 0.184
[cell type report]
cell class | count | area (µm²)
Fill cell | 4690 | 31000
Antenna cell | 1 | 2.50
Inverter | 101 | 379
Timing Repair Buffer | 415 | 4110
Tap cell | 585 | 732
Multi-Input combinational cell | 976 | 7150
[worst max-delay path: stages]
cell and delay (ps):
clkdlybuf4s50_1 460, buf_4 290, nand3b_1 200, a21oi_4 500, buf_4 450, mux2i_1 640
ha_1 430, a21oi_1 160, o311ai_1 730, nor2_1 220, o41ai_2 350, xnor2_1 130
inv_1 160, ha_1 190, and2_1 200, nand3b_1 250, nor3_1 270, mux2_1 350
a211oi_2 260, a22o_1 170, clkdlybuf4s50_1 470
[metal layers]
layer  up-vias  wire length [µm]  global-route usage
li1       4865                 -                   -
met1      4706             20200               0.217
met2       506             22800               0.292
met3        32              3650              0.0363
met4         0               605              0.0197
met5         -                 0                   0
[path summary, 6_finish.rpt]
path / from / to / slack (ps) / depth (start not counted)
max: instr_IdToEx[27] / grfWd_ExToMem[30] / 8500 / 21
min: grfRa1_IdToEx[0] / grfRa1_ExToMem[0] / 10280 / 0
No activity file was given, so power comes from the tool's default toggle rates.
