--- flow/run.sh ---
#!/bin/bash
# OpenROAD 26Q1-2900-gdf79404cd8, Yosys 0.63+post, stock flow scripts
make -C /OpenROAD-flow-scripts/flow DESIGN_CONFIG=/design/flow/config.mk WORK_HOME=/design/flow/orfs finish
--- flow/constraint.sdc ---
current_design Device0

set clk_period 7.3
set clk_io_pct 0.2

create_clock -name clk0 -period $clk_period [get_ports {clk}]

set non_clock_inputs [all_inputs -no_clocks]
set_input_delay [expr $clk_period * $clk_io_pct] -clock clk0 $non_clock_inputs
set_output_delay [expr $clk_period * $clk_io_pct] -clock clk0 [all_outputs]
--- flow/config.mk ---
export PLATFORM = sky130hd
export DESIGN_NAME = Device0
export DESIGN_NICKNAME = Device0
export VERILOG_FILES = /design/flow/design.v
export SDC_FILE = /design/flow/constraint.sdc
export NUM_CORES = 4
export LEC_CHECK = 1
export CORE_UTILIZATION = 40
--- flow/design.v ---
`timescale 1ns / 1ps
module Device0(
    input clk,
    input reset,
    input [31:2] Addr,
    input WE,
    input [31:0] Din,
    output [31:0] Dout,
    output IRQ
    );
	reg [1:0] state;
	reg [31:0] mem [2:0];
	reg _IRQ;
	assign IRQ = mem[0][3] & _IRQ;
	assign Dout = mem[Addr[3:2]];
	wire [31:0] load = Addr[3:2] == 0 ? {28'h0, Din[3:0]} : Din;
	integer i;
	always @(posedge clk) begin
		if(reset) begin
			state <= 0; 
			for(i = 0; i < 3; i = i+1) mem[i] <= 0;
			_IRQ <= 0;
		end
		else if(WE) begin
			mem[Addr[3:2]] <= load;
		end
		else begin
			case(state)
				2'b00 : if(mem[0][0]) begin
					state <= 2'b01;
					_IRQ <= 1'b0;
				end
				2'b01 : begin
					mem[2] <= mem[1];
					state <= 2'b10;
				end
				2'b10  : 
					if(mem[0][0]) begin
						if(mem[2] > 1) mem[2] <= mem[2]-1;
						else begin
							mem[2] <= 0;
							state <= 2'b11;
							_IRQ <= 1'b1;
						end
					end
					else state <= 2'b00;
				default : begin
					if(mem[0][2:1] == 2'b00) mem[0][0] <= 1'b0;
					else _IRQ <= 1'b0;
					state <= 2'b00;
				end
			endcase
		end
	end
endmodule
==> flow_summary_export.csv <==
group,metric,value,unit
floorplanning,rows,47,
detailed_routing,drtAntennaViolNets,0,
detailed_routing,drt_first_pass_iters,5,
critical_path,worstPathRequired,5840,ps
final_timing,rsz0062_at_grt,"no",
critical_path,cp_slowest_cell,"mux4_2",
clock_network,cts_root_buf,"clkbuf_16",
logic_synthesis,synthCells,552,
final_timing,finalHoldViolations,0,
detailed_routing,finalWirelength,17.9,mm
critical_path,cp.arrival,3190,ps
run,warnings,54,
critical_path,crit_path_start_kind,"primary input",
final_timing,setup_tns,0,ps
critical_path,crit_family,"buffers and inverters",
floorplanning,initCoreUtil,41.0,%
floorplanning,core,16600,sq um
logic_synthesis,common_cells,"edfxtp_1, nor2_1, nand2_1, mux4_2, clkbuf_1",
critical_path,crit_cells,4,
global_route,grtUsageTotal,23.1,%
critical_path,path_cells,"buf_2 > buf_4 > mux4_2 > clkdlybuf4s50_1",
detailed_routing,vias,4969,
clock_network,htree_levels,4,
final_layout,area_delta_synth_final,24.4,%
final_layout,flop_area,3940,sq um
power_and_ir_drop,p_leak,3.11,nW
final_timing,period_needed,4650,ps
logic_synthesis,synth_area,6800,sq um
floorplanning,dieArea,17500,sq um
floorplanning,pin_count,98,
placed_design,dpl-instance-area,7870,sq um
critical_path,crit_fanout,37,
placed_design,hpwl,11.0,mm
detailed_routing,wl_per_cell,20.3,um
logic_synthesis,synth_area_per_cell,12.3,sq um
logic_synthesis,ys_warn_count,1,
final_timing,finClkSkew,4.93,ps
clock_network,cts_hold_buf,0,
floorplanning,die_h,132,um
power_and_ir_drop,power.ir.vdd_worst,203,uV
logic_synthesis,top_area_cell,"edfxtp_1",
outcome,status,"completed",
detailed_routing,diodes,0,
critical_path,crit_buf_inv,3,
clock_network,clk_latency,410,ps
power_and_ir_drop,p_per_area,232,nW/um^2
logic_synthesis,async_flop_share,0,%
final_layout,drive_above_1_share,15.3,%
clock_network,cts_sinks,133,
final_layout,logic_area,2810,sq um
final_timing,worst_pin_slew,935,ps
critical_path,r2r_cells,6,
final_timing,hold_ws,449,ps
logic_synthesis,ys_seq_share,58.0,%
detailed_routing,drt_iter0_markers,289,
final_timing,drv_slew,0,
final_layout,fill_cells,1431,
clock_network,clk_path_buf_depth,2,
final_timing,layout_setup_ws,2650,ps
logic_synthesis,yosysMostFrequentCell,"edfxtp_1",
placed_design,io_buffers,69,
placed_design,place_ws,2580,ps
placed_design,place_inst,848,
global_route,grt.overflow.total,0,
logic_synthesis,area_leaders,"edfxtp_1, mux4_2, nor2_1",
final_timing,timing.fmax,0.215,GHz
clock_network,post-cts-setup-buffers,0,
detailed_routing,viasPerCell,5.65,
detailed_routing,drc,0,
clock_network,ctsResizeCount,0,
logic_synthesis,ys_cells,552,
final_timing,slew_headroom,37.5,%
worst_hold_path,min_path_type,"reg2reg",
final_layout,post-route-cell-area,8460,sq um
final_layout,layout.cells.non_filler,880,
clock_network,numCtsBuffers,17,
logic_synthesis,synth.distinct_cells,54,
run,max_cap_violations,0,
final_timing,fin_crit_sh,63.8,%
logic_synthesis,ys.flops,133,
global_route,grt_antenna_before_repair,0,
final_timing,setup_viol,0,
critical_path,cp-end-kind,"output port",
global_route,grt_pass1_wl,28.3,mm
logic_synthesis,synthFlopType,"edfxtp_1",
floorplanning,die_w,132,um
clock_network,clk_pin_slew,60,ps
global_route,grt_max_degree,40,
clock_network,cts_tree,"done",
critical_path,max_stage_delay,630,ps
logic_synthesis,synth.yosys.chip_area,6800,sq um
logic_synthesis,edf_count,128,
worst_hold_path,whs_path_depth,2,
logic_synthesis,synth_top_area_share,56.6,%
placed_design,globalplace.congestion,0.832,
critical_path,path_class,"in2out",
global_route,grt_pass1_vias,5276,
[worst min-delay path, cell delays in order, from the launching register on]
cell and delay (ps):
dfxtp_1 310, nand2_1 50, nand2_1 40
[metal layers]
metal / GRT usage [%] / up-vias / routed length, um
met1: 32.6 / 2398 / 7080
li1: - / 2276 / -
met2: 34.2 / 273 / 8400
met4: 3.77 / 0 / 360
met5: 0 / - / 0
met3: 12.5 / 22 / 2020
[placed cells by master, fill, tap and decap left out, types with 6 or more instances in the layout]
master | synthesis | layout
nor4_2 | 4 | 6
nor3_1 | 24 | 23
and2_1 | 14 | 14
or4_1 | 6 | 6
clkbuf_16 | 0 | 17
nor2_1 | 81 | 81
and3_1 | 12 | 12
nand3_1 | 30 | 30
nor4_1 | 13 | 11
or3_1 | 6 | 6
buf_4 | 0 | 17
conb_1 | 1 | 28
nand2_1 | 43 | 43
inv_1 | 8 | 8
a21oi_1 | 20 | 20
xor2_1 | 19 | 19
clkdlybuf4s50_1 | 0 | 67
xnor2_1 | 8 | 8
edfxtp_1 | 128 | 128
a221oi_1 | 9 | 9
mux4_2 | 32 | 32
[area by class of cell]
class                      count  area share (%)
clock inverter                15            1.94
clock buffer                  17            5.03
tap                          220            3.25
multi-input combinational    401            33.2
inverter                       8           0.355
timing repair buffer          86            9.56
sequential                   133            46.6
[worst paths after layout]
check / from / endpoint / slack (ps)
setup / recovery: Addr[2] / Dout[31] / 2650
hold / removal: state[3] / state[3] / 450
setup reg to reg: mem[2][5] / mem[2][28] / 4440
hold reg to reg: state[3] / state[3] / 450
[stage by stage]
step | utilization (%) | power [W]
after floorplan | - | 0.00103
after global placement | 47.4 | 0.00113
after detailed placement | 47.4 | 0.00114
after CTS | 51.0 | 0.00198
after global routing | 51.0 | 0.00204
final | 51.0 | 0.00196
[state kept, by name, indices dropped and copies added (netlist names)]
signal  cells
mem       128
state       4
_IRQ        1
[logic make-up after synthesis]
| group | share of synthesized area, % |
|---|---|
| AND-OR/OR-AND | 6.02 |
| multiplexers | 10.8 |
| flip-flops | 58.0 |
| buffers and inverters | 2.61 |
| AND/OR/NAND/NOR | 18.7 |
| XOR/XNOR | 3.48 |
| other | 0.0552 |
| adder cells (fa/ha/maj) | 0.368 |
[power breakdown]
group | leakage, nW | internal (W) | total [W] | switching [W]
Sequential | 1.31 | 0.000885 | 0.000910 | 0.0000249
Clock | 0.276 | 0.000531 | 0.000842 | 0.000311
Combinational | 1.52 | 0.000109 | 0.000211 | 0.000102
Total | 3.11 | 0.00153 | 0.00196 | 0.000438
No activity file was given, so power comes from the tool's default toggle rates.
